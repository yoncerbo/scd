File: design/flow/run.sh
#!/bin/bash
# OpenROAD 26Q1-2900-gdf79404cd8, Yosys 0.63+post, stock flow scripts
make -C /OpenROAD-flow-scripts/flow DESIGN_CONFIG=/design/flow/config.mk WORK_HOME=/design/flow/orfs finish
File: design/flow/config.mk
export PLATFORM = sky130hd
export DESIGN_NAME = Memory
export DESIGN_NICKNAME = Memory
export VERILOG_FILES = /design/flow/design.v
export SDC_FILE = /design/flow/constraint.sdc
export NUM_CORES = 4
export LEC_CHECK = 1
export CORE_UTILIZATION = 50
export SYNTH_HDL_FRONTEND = slang
File: design/flow/constraint.sdc
current_design Memory

set clk_period 41.2
set clk_io_pct 0.2

create_clock -name clk0 -period $clk_period [get_ports {clk}]

set non_clock_inputs [all_inputs -no_clocks]
set_input_delay [expr $clk_period * $clk_io_pct] -clock clk0 $non_clock_inputs
set_output_delay [expr $clk_period * $clk_io_pct] -clock clk0 [all_outputs]
File: design/flow/design.v
module Memory(input clk, we, input [6:0] addr, input [15:0] din, output [15:0] dout);
reg [15:0] memory [127:0];
always @(posedge clk) begin
  if (we) memory[addr] <= din;
end
assign dout = memory[addr];
endmodule
==> qor.yml <==
dieArea_sq_um: 159000
worstMarginPinSlew_ps: 1360
chipWidth_um: 398
dp_hpwl_um: 156000
htreeDepth: 4
wl_met1_um: 81200
rows: 145
worst_setup_path_end_kind: "output port"
yosysSeqAreaShare_pct: 78.3
hold_start: "din[10]"
avgSynthCellArea_sq_um: 17.0
clkTransAtPathRegs_ps: 60
core-area_sq_um: 156000
finalCriticalPeriod_ps: 21720
via_per_inst: 6.73
crit_path_max_fanout: 79
stdcell_count: 7021
synth_flops: 2048
fin_total_pwr_w: 0.00427
gp_congestion: 1.00
fillers: 11600
largest_register_ffs: 2048
vdd_drop_max_uv: 37.2
clock_sinks: 2048
layout_top_cell: "edfxtp_1"
wl_per_cell_um: 37.1
top_layer: "met5"
worstPathArrival_ps: 13480
layout-drive-gt1-share_pct: 16.6
portBuffers: 40
drcViolationCount: 0
io-pin-count: 41
log.warning_count: 26
grt_usage_pct: 37.2
cap_violations: 0
criticalPathCategory: "input pin to output port"
route.met3.wl_um: 49600
ff_type: "edfxtp_1"
worstHoldPathCells: 1
rsz0062_at_grt: "no"
min_path_type: "input pin to flop"
status: "completed"
report.final.hold_viol_count: 0
numCtsBuffers: 202
async_flop_share_pct: 0
synthCells: 4607
ys_types: 68
via_count: 47200
layout_setup_ws_ps: 19480
cts_max_path_buffers: 3
met2_length_um: 116000
maxSlewViolCount: 0
power_density_nw_per_um2: 48.2
drt_iter0_markers: 3468
antenna_found_initial: 11
ys_area_sq_um: 78500
first_pass_iters: 7
worstHoldEndpoint: "memory[20][10]"
slew_headroom_pct: 8.14
fp_util_pct: 50.3
ys_cells: 4607
place_inst: 6675
top_regs: "memory: 2048 flops"
postCtsHoldBufs: 0
required_ps: 32960
edf_count: 2048
post-place-ws_ps: 19590
finalSetupTns_ps: 0
grt_pass1_wl_um: 365000
mostFrequentLayoutCells: "2048 x edfxtp_1, 479 x a221oi_1, 350 x buf_4"
grt_max_degree: 80
antenna_left: 0
postRouteWirelength_um: 261000
setup_viol: 0
max_freq_ghz: 0.0460
leakagePower_nw: 27.7
grt_remaining_overflow: 0
cts_tree: "yes"
startpoint_type: "input pin"
grt_pass1_vias: 49000
period_used_pct: 52.7
cts-resized-gates: 0
ys.warnings.count: 0
cts_setup_buffers: 0
largest-register: "memory"
synth_area_sq_um: 78500
clockRootBuffer: "clkbuf_16"
die_y_um: 398
area_growth_pct: 12.7
## synthesized netlist by cell type (11+ instances only)
cell,number,area (sq um)
a221o_1,37,370
nor2_1,350,1310
a221oi_1,479,4200
a22oi_1,177,1330
edfxtp_1,2048,61500
a21oi_1,226,1130
a211oi_1,12,90.1
o22a_1,14,123
mux4_2,22,495
nor2b_1,19,119
buf_2,144,721
buf_4,11,82.6
o221ai_1,42,368
a222oi_1,21,210
nand4_1,12,75.1
mux2i_1,80,801
buf_1,53,199
o21ai_0,149,746
o211ai_1,17,128
clkbuf_1,156,586
mux2_2,145,1630
nand2_1,124,465
o22ai_1,65,407
nor3_1,36,180
nand3_1,16,80.1
## cell families after synthesis
kind of cell	share of synthesized area (%)
flops	78.3
compound gates	12.6
simple gates	3.26
buf+inv	2.08
mux	3.78
## through the flow
step	utilization (%)	hold WS [ps]	area, sq um
6_report	56.7	7770	88500
4_1_cts	56.7	7760	88500
3_5_place_dp	53.0	8630	82600
5_1_grt	56.7	7780	88500
3_3_place_gp	53.0	8620	82600
2_1_floorplan	-	8340	78500
## critical path: stages
cell             delay, ps
buf_8                  330
buf_4                  520
buf_12                 440
nand2b_1               560
buf_4                  370
nor2_2                  90
buf_4                  250
a221oi_1               320
o22ai_1                150
o41ai_1               1150
buf_4                  250
mux2i_1                150
clkdlybuf4s50_1        470
## power by group
part | switching [W] | leakage, nW | internal (W)
Clock | 0.000753 | 2.88 | 0.000937
Sequential | 0.00000170 | 18.4 | 0.00230
Combinational | 0.000210 | 6.38 | 0.0000699
## routing by layer
layer  up-vias  GRT usage, %
li1      19600             -
met1     23400          47.0
met2      3635          50.0
met3       615          29.7
met4        44          13.3
met5         -          5.27
## final cells by class
class / instances / area, sq um / share of cell area [%]
antenna: 3 / 7.51 / 0.00848
sequential: 2048 / 61500 / 69.5
inverter: 6 / 35.0 / 0.0396
multi-input combinational: 2187 / 15600 / 17.6
tap: 2058 / 2570 / 2.91
timing repair buffer: 376 / 2930 / 3.31
clock inverter: 86 / 548 / 0.619
clock buffer: 257 / 5350 / 6.04
## worst max-delay path by stage
stage         depth (start not counted)    start        to  slack [ps]
CTS                                  12  addr[2]  dout[12]       19570
finish                               13  addr[1]  dout[12]       19480
global route                         12  addr[2]  dout[12]       19370
No activity file was given, so power comes from the tool's default toggle rates.
